==> flow/design.v <==
module bc8( 
  output reg [7:0] leds,
  input wire clock,
  input wire reset
  );
  reg [25:0] state;
  always @( posedge clock or negedge reset ) begin
    if( reset == 1'b0 ) begin
      state <= 26'b0;
	  leds <= 8'b0;
    end else begin
      state <= state + 26'b1;
	  if(state == 26'h3FFFFFF) begin
		leds <= leds + 1'b1;
	  end
    end
  end
endmodule
==> flow/run.sh <==
#!/bin/bash
# OpenROAD 26Q1-2900-gdf79404cd8, Yosys 0.63+post, stock flow scripts
make -C /OpenROAD-flow-scripts/flow DESIGN_CONFIG=/design/flow/config.mk WORK_HOME=/design/flow/orfs finish
==> flow/config.mk <==
export PLATFORM = sky130hd
export DESIGN_NAME = bc8
export DESIGN_NICKNAME = bc8
export VERILOG_FILES = /design/flow/design.v
export SDC_FILE = /design/flow/constraint.sdc
export NUM_CORES = 4
export LEC_CHECK = 1
export CORE_AREA = 10 10 111 111
export DIE_AREA = 0 0 121 121
==> flow/constraint.sdc <==
current_design bc8

set clk_period 5.6
set clk_io_pct 0.2

create_clock -name clk0 -period $clk_period [get_ports {clock}]

set non_clock_inputs [all_inputs -no_clocks]
set_input_delay [expr $clk_period * $clk_io_pct] -clock clk0 $non_clock_inputs
set_output_delay [expr $clk_period * $clk_io_pct] -clock clk0 [all_outputs]
==> results.txt <==
Status = finished, final reports clean
Path length in cells of the critical path = 1
Vias/cell = 3.438
Worst Setup Start Kind = register
Highest Signal Layer = met4
Cells along the critical path = clkdlybuf4s50_1
Setup skew after layout = 7.177 ps
Hold Path End = state[25]
Port bufs = 9
Min Tclk post-route = 2369 ps
Final Cycle Share = 42.30%
Placed cells = 275
#FFs+latches synth = 34
Complex Gates by Area = 0%
Post-Syn Area = 1556 µm²
Post-route setup TNS = 0 ps
First-pass GRT wire length = 4623 µm
Max transition margin = 71.35%
Critical Path AT = 1250 ps
CTS clk-pin slew, worst paths = 70 ps
Number of global-route vias before repair = 971
Required @ worst endpoint = 4480 ps
Power per Cell Area = 227.3 nW/µm²
Final worst setup slack = 3231 ps
Hold Path Depth = 1
Synth Seq Share = 54.66%
Stage-log warning count = 25
Hold Fails Final Rpt = 0
Clk root buf = clkbuf_8
CP top delay family = buffers and inverters
Maximum vdd drop = 0.00006081 V
Yosys Chip Area = 1556 µm²
Post-layout util = 19.34%
Routed Antenna Nets = 0
Die X = 121 µm
Final setup vio count = 0
Slowest stage cell, crit path = clkdlybuf4s50_1
Bufs and invs on worst path = 1
Clk buf depth = 2
Design area = 1908 µm²
Max Cap Viol = 0
M1 wire length = 1331 µm
Pre-CTS WS = 3526 ps
Gate Count Post-Synth = 133
H-tree depth = 2
Multiplexer share = 0.7235%
Largest net degree at the start of global routing = 35
Yosys adder share = 1.608%
Crit path capture type = output port
Rows = 36
Initial antenna violation count = 0
CP Max Fanout = 7
Die area = 14,640 µm²
Setup Fix Bufs, Post-CTS = 0
Yosys xor share = 17.44%
Highest clock rate = 422.1 MHz
Fin. max-slew vios = 0
RSZ-0062 raised after global routing = no
Final wirelength = 2566 µm
Hold_sp = state[25]
GRT Util Overall = 3.690%
Clock latency (worst-skew pair) = 280 ps
Cts bufs inserted = 5
Final Non-Filler Cells = 283
Yosys cell count = 133
Fp util = 15.78%
Die Ht = 121 µm
N_diodes = 0
R2R setup slack = 3780 ps
Boundary Pins = 10
GPL Wtd Cong = 0.7491
P&R area growth vs syn = 22.59%
Static leakage = 0.7976 nW
Syn avg cell area = 11.70 µm²
R2R depth = 6
RR Startpoint = state[0]
Crit Path Category = register to output port
Drt drc = 0
Simple-Gate Area Share = 24.60%
Clock tree sinks = 34
HPWL Detailed = 1835 µm
Total iterations of the first detailed-routing run = 4
Worst R2R End = leds[7]
Largest logic family = simple AND/OR/NAND/NOR gates
Met3 WL = 91 µm
Synth cell types = 22
Hold crit path type = register to register
Vias = 973
Synth warn = 1
Wire length per cell = 9.067 µm
Worst slew pin tran = 429.7 ps
Met2 wire len = 1109 µm
GR Overflow Total = 0
CTS tree = yes
CORE AREA = 9864 µm²
Share of post-route cells with drive strength above 1 = 13.33%
Max incr delay on CP = 510 ps
DRC marker count from the first detailed-route iteration = 17
Placement Cell Area = 1817 µm²
# resized after CTS = 0
Hold_buf cts = 0
[cells in the final DEF, fill, tap and decap left out, types with 3 or more instances in the layout]
| cell | synthesis | routed |
|---|---|---|
| nor2_1 | 9 | 9 |
| nor3_1 | 5 | 5 |
| nor3_2 | 5 | 5 |
| nand2_1 | 15 | 15 |
| dfrtp_1 | 34 | 34 |
| clkdlybuf4s50_1 | 0 | 9 |
| nand4_1 | 9 | 9 |
| xor2_1 | 14 | 14 |
| clkbuf_8 | 0 | 6 |
| xnor2_1 | 17 | 17 |
| nand3_1 | 7 | 7 |
| inv_1 | 3 | 3 |
[cell usage after synthesis (all sizes together)]
master | n | area, µm²
dfrtp | 34 | 850.8
clkbuf | 1 | 3.750
ha | 2 | 25.02
and4 | 2 | 17.52
or2 | 2 | 12.52
inv | 3 | 11.26
nand2b | 1 | 6.260
mux2 | 1 | 11.26
nor2 | 9 | 33.78
nor3 | 10 | 75.07
nand2 | 15 | 56.30
nor4 | 2 | 27.53
nand4 | 10 | 68.81
nand3 | 9 | 70.06
xor2 | 14 | 122.6
xnor2 | 17 | 148.9
nor4b | 1 | 15.01
[flip-flops by register name, summed over array words and instances (netlist names)]
name	count
state	26
leds	8
[cells by family (layout without fill, tap and decap cells)]
kind of cell             count (synthesis)  in the layout
XOR/XNOR                                31             31
flip-flops                              34             34
buffers and inverters                    4             21
multiplexers                             1              1
adder cells (fa/ha/maj)                  2              2
AND/OR/NAND/NOR                         61             61
[worst max-delay path by stage]
stage,startpoint,endpoint,slack [ps]
CTS,leds[2],leds[2],3210
global route,leds[2],leds[2],3160
finish,leds[2],leds[2],3230
[final cells by class]
type                       instances  area [µm²]
clock buffer                       7       86.33
timing repair buffer              10       97.59
clock inverter                     1       5.005
inverter                           3       11.26
tap                              133       166.4
fill                            1067        7956
sequential                        34       850.8
multi-input combinational         95       690.7
[stage by stage]
step,power (mW),hold slack [ps]
after detailed placement,0.2565,460.4
after global routing,0.4527,483.0
after floorplan,0.2502,420.4
after CTS,0.4427,469.7
final,0.4337,465.6
after global placement,0.2564,450.1
[report_power, final]
group / switching (mW) / internal, mW / leakage (nW)
sequential: 0 / 0.246 / 0.465
clock: 0.0834 / 0.0991 / 0.0482
combinational: 0.00466 / 0.00107 / 0.284
total: 0.0880 / 0.346 / 0.798
[per-layer routing]
metal / GRT usage, % / vias up
met1: 5.498 / 473
met4: 0.5279 / 0
met5: 0 / -
met2: 5.170 / 9
met3: 1.228 / 6
li1: - / 485
Power and IR drop assume default switching activity.
