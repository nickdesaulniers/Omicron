$ cat /design/flow/design.v
`timescale 1ns / 1ps
module write_back(
    input [15:0]  m_alu_result,
    input [15:0]  m_dm_dout,
    input [2:0]   m_reg_waddr,
    input         cu_reg_data_loc,
    input         cu_reg_load,
    output [15:0] wb_reg_wdata,
    output        wb_reg_wea,
    output [2:0]  wb_reg_waddr
);
assign wb_reg_wdata = cu_reg_data_loc ? m_dm_dout : m_alu_result;
assign wb_reg_wea = cu_reg_load;
assign wb_reg_waddr = m_reg_waddr;
endmodule
$ cat /design/flow/run.sh
#!/bin/bash
# OpenROAD 26Q1-2900-gdf79404cd8, Yosys 0.63+post, stock flow scripts
make -C /OpenROAD-flow-scripts/flow DESIGN_CONFIG=/design/flow/config.mk WORK_HOME=/design/flow/orfs finish
$ cat /design/flow/config.mk
export PLATFORM = sky130hd
export DESIGN_NAME = write_back
export DESIGN_NICKNAME = write_back
export VERILOG_FILES = /design/flow/design.v
export SDC_FILE = /design/flow/constraint.sdc
export NUM_CORES = 4
export LEC_CHECK = 1
export CORE_AREA = 10 10 70 70
export DIE_AREA = 0 0 80 80
$ cat /design/flow/constraint.sdc
current_design write_back

set clk_period 1.0
set clk_io_pct 0.2

create_clock -name clk0 -period $clk_period

set non_clock_inputs [all_inputs -no_clocks]
set_input_delay [expr $clk_period * $clk_io_pct] -clock clk0 $non_clock_inputs
set_output_delay [expr $clk_period * $clk_io_pct] -clock clk0 [all_outputs]
==> run_results.csv <==
group,metric,value,unit
status,status,"finished, violations left",
status,violations,"negative setup slack",
final_layout,fill_cells,366,
timing,holdWs,400.0,ps
place,dp_slack,-847.5,ps
die,io_pins,57,
critical_path,required,800,ps
global_route,grt_max_degree,9,
synth,synthTopLogicFamily,"multiplexers",
die,die_x,80,microns
pwr,peakVddDrop,0.1357,mV
run,drv_cap,0,
final_layout,drive_gt1_frac,0.5429,
synth,synthTopCellsByArea,"mux2_4 (54%), mux2_2 (24%), buf_4 (11%)",
timing,final-max-slew-violation-count,0,
synth,ys_area,279.0,sq um
global_route,grt_pass1_vias,467,
routing,num_vias,392,
synth,synthXorXnorAreaFrac,0,
global_route,grtUsageTotal,0.04803,
synth,top_cell_area_share,0.5381,
timing,min_period_over_period,1.162,
routing,drc,0,
run,warning_count,34,
synth,ys_cells,22,
place,gp_congestion,0.8761,
timing,setup_violations,16,
timing,setup_slack,-162.1,ps
synth,ys_sh_adder,0,
synth,mux_share,0.7803,
die,die_h,80,microns
hold_path,worstHoldStart,"m_reg_waddr[1]",
synth,synth_cell_types,5,
die,num_rows,21,
critical_path,cp.arrival,960,ps
timing,tns,-1540,ps
hold_path,hp-class,"in -> out",
final_layout,stdcell_area,843.3,sq um
timing,max_freq,0.8605,GHz
critical_path,startpoint,"cu_reg_data_loc",
final_layout,ff_count,0,
die,dieArea,0.006400,sq mm
final_layout,seq_area,0,sq um
place,dpl_cell_area,785.8,sq um
global_route,grt_pass1_wl,2470,microns
pwr,power_density,389.1,mW/mm^2
timing,finalHoldViolCount,0,
final_layout,stdcell_count,116,
synth,common_cells,"mux2_4 (10), mux2_2 (6), buf_4 (4)",
final_layout,areaGrowthSynthToFinish,202.2,%
synth,yosysMostFrequentCell,"mux2_4",
timing,rsz0062_at_grt,"yes",
timing,max_slew.worst_pin.slew,73.86,ps
synth,synthAoiAreaFrac,0,
routing,drt_first_pass_iters,2,
place,io_buffers,49,
place,dp.cells,112,
place,hpwl,1361,microns
timing,min_period,1162,ps
routing,drt_iter0_markers,1,
routing,num_antenna_cells,0,
routing,wl_per_cell,14.59,microns
global_route,antenna_found_initial,0,
critical_path,path_class,"in -> out",
synth,simple_gate_share,0,
synth,synthesis.area,279.0,sq um
critical_path,critPathCaptureType,"primary output",
global_route,overflow,0,
synth,avgSynthCellArea,12.68,sq um
clock_network,cts_hold_buffers,0,
die,fp-utilization,0.08169,
routing,wirelength,1692,microns
routing,ant_nets,0,
critical_path,critPathLaunchType,"input pin",
synth,syn_inst,22,
synth,ys_seq_frac,0,
die,core_area,0.003416,sq mm
timing,max_slew_margin,0.9508,
synth,yosys_warnings,0,
routing,routed_via_density,3.379,
synth,largest_area_cell,"mux2_4",
critical_path,worstPathMaxFanout,4,
pwr,p_leak,0.4410,nW
final_layout,nClkBuffers,0,
==> worst paths after layout <==
path | end | slack (ps) | cells after the start
setup / recovery | wb_reg_wdata[11] | -160 | 5
hold / removal | wb_reg_waddr[1] | 400 | 0
==> per-stage QoR <==
stage / utilization / total power, mW
after global routing: 0.2469 / 0.3525
final: 0.2469 / 0.3281
after global placement: 0.2300 / 0.3235
after CTS: 0.2341 / 0.3027
after floorplan: - / 0.09880
after detailed placement: 0.2300 / 0.3224
==> cells in the final DEF, fill, tap and decap left out <==
cell | Yosys | routed
buf_2 | 0 | 4
buf_12 | 1 | 3
dlygate4sd2_1 | 0 | 32
buf_6 | 1 | 14
mux2_4 | 10 | 16
buf_16 | 0 | 1
==> worst max-delay path: stages <==
cell and delay (ps):
buf_12 110, buf_16 120, buf_12 120, mux2_4 290
buf_6 110
==> where the power goes <==
group | internal (mW) | switching [mW]
Combinational | 0.252 | 0.0762
Clock | 0 | 0
Sequential | 0 | 0
Total | 0.252 | 0.0762
==> area by class of cell <==
type               count  area, sq um  area share
multi-input cells     16        240.2      0.2849
repair buffers        54        545.5      0.6469
well taps             46        57.56     0.06825
==> per-layer routing <==
metal  wire (microns)  track usage  share of wire
met5                0            0              0
met4                5     0.003521         0.0030
met3              329      0.03409           0.19
met2              603      0.07063           0.36
met1              754      0.05801           0.45
==> repair_timing <==
| action | CTS | global route |
|---|---|---|
| buffers inserted | 3 | 0 |
| cloned | 1 | 0 |
| endpoints found under the setup margin | 16 | 16 |
| endpoints found under the hold margin | 0 | 0 |
| gates resized | 103 | 7 |
==> kinds of logic (layout without fill, tap and decap cells) <==
group | after synthesis | in the layout
muxes | 16 | 16
buffers and inverters | 6 | 54
No activity file was given, so power comes from the tool's default toggle rates.
