==> flow/config.mk <==
export PLATFORM = sky130hd
export DESIGN_NAME = instruction_decode
export DESIGN_NICKNAME = instruction_decode
export VERILOG_FILES = /design/flow/design.v
export SDC_FILE = /design/flow/constraint.sdc
export NUM_CORES = 4
export LEC_CHECK = 1
export CORE_UTILIZATION = 30
==> flow/constraint.sdc <==
current_design instruction_decode

set clk_period 3.5
set clk_io_pct 0.2

create_clock -name clk0 -period $clk_period [get_ports {clk_n}]

set non_clock_inputs [all_inputs -no_clocks]
set_input_delay [expr $clk_period * $clk_io_pct] -clock clk0 $non_clock_inputs
set_output_delay [expr $clk_period * $clk_io_pct] -clock clk0 [all_outputs]
==> flow/design.v <==
`timescale 1ns / 1ps
module instruction_decode(
    input         clk_n,
    input [6:0]   if_next_addr,
    input [15:0]  if_curr_inst,
    input         wb_reg_wea,
    input [15:0]  wb_reg_wdata,
    input [2:0]   wb_reg_waddr,
    output [3:0]  id_opcode,           
    output [6:0]  id_next_addr,
    output [15:0] id_register1_data,
    output [15:0] id_register2_data,
    output [6:0]  id_sign_ext_addr,    
    output [2:0]  id_dest_reg_addr     
);
assign id_next_addr = if_next_addr;
assign id_opcode = if_curr_inst[15:12];
assign id_dest_reg_addr = if_curr_inst[8:6];
assign id_sign_ext_addr = if_curr_inst[6:0];
reg_block i_reg_block(
  .clk_n(clk_n),
  .wea(wb_reg_wea),
  .raddr1(if_curr_inst[11:9]),
  .raddr2(if_curr_inst[5:3]),
  .waddr(wb_reg_waddr[2:0]),
  .wdata(wb_reg_wdata[15:0]),
  .rdata1(id_register1_data[15:0]),
  .rdata2(id_register2_data[15:0])
);
endmodule
`timescale 1ns / 1ps
module reg_block(
  input [2:0] raddr1,
  input [2:0] raddr2,
  input [2:0] waddr,
  input [15:0] wdata,
  input clk_n,
  input wea,
  output [15:0] rdata1,
  output [15:0] rdata2
);
reg [15:0] registers [7:0];
assign rdata1 = registers[raddr1];
assign rdata2 = registers[raddr2];
always@(posedge clk_n) begin
  if(wea) begin
    registers[3'b0] <= 16'b0;
    if(waddr != 3'b0) begin
      registers[waddr] <= wdata;
    end
  end
end
endmodule
==> flow/run.sh <==
#!/bin/bash
# OpenROAD 26Q1-2900-gdf79404cd8, Yosys 0.63+post, stock flow scripts
make -C /OpenROAD-flow-scripts/flow DESIGN_CONFIG=/design/flow/config.mk WORK_HOME=/design/flow/orfs finish
==> impl_metrics.py <==
# Generated from Yosys and OpenROAD reports
metrics = {
    "synthesis": {
        "syn_inst": 277,
        "syn_area_mm2": 0.006205,
        "ys_area_mm2": 0.006205,
        "yosys_warnings": 1,
        "yosys.cell_types.count": 14,
        "synth_seq_share": 0.6195,
        "avgSynthCellArea_um2": 22.40,
        "ys_ff": 128,
        "ys_cells": 277,
    },
    "layout": {
        "largest_reg_flops": 128,
        "syn_to_final_growth_pct": 22.85,
        "reg.largest.list": "i_reg_block.registers (128)",
        "drive_above_1_share": 0.2228,
        "top_register": "i_reg_block.registers",
    },
    "cts": {
        "ctsHoldBuffers": 0,
        "cts_root_buf": "clkbuf_16",
        "clock_path_buffers": 2,
        "cts.sinks": 128,
        "h-tree-depth": 4,
        "cts_tree": "built",
        "post-cts-setup-buffers": 0,
        "cts_resized": 0,
        "cts.reportedPaths.clkPinSlew_ps": 50,
        "cts-buffers-inserted": 17,
    },
    "critical_path": {
        "cp-start-kind": "input port",
        "path_max_fanout": 32,
        "end_kind": "output port",
        "required_ps": 2800,
        "worstPathArrival_ps": 2530,
        "criticalPathCategory": "in -> out",
    },
    "route": {
        "drc": 0,
        "routed_wirelength_um": 12910,
        "antenna_left": 0,
        "num_vias": 3041,
        "vias_per_cell": 4.835,
        "antenna_cells": 0,
        "drtPass1Iterations": 4,
        "drtIter0Drc": 131,
        "wl_per_cell_um": 20.52,
    },
    "floorplanning": {
        "floorplan.core_area_mm2": 0.02023,
        "chip_area_mm2": 0.02126,
        "row_count": 52,
        "die_y_um": 145.8,
        "io_pins": 97,
        "die_x_um": 145.8,
        "fp_util": 0.3066,
    },
    "final_timing": {
        "timing.final.crit_period_ps": 3227,
        "maxSlewViolCount": 0,
        "period_used_share": 0.9220,
        "setup-tns-final_ps": 0,
        "rsz0062_at_grt": "no",
        "fin_ws_ps": 273.0,
        "clock.fmax_mhz": 309.9,
        "finalSetupViolations": 0,
        "hold_viol_final": 0,
    },
    "grt": {
        "grt_overflow": 0,
        "antenna_found_initial": 0,
        "grt_first_pass_wirelength_um": 19530,
        "gr-usage-all-layers": 0.1334,
        "grt_max_degree": 34,
        "grt_pass1_vias": 3462,
    },
    "hold_path": {
        "min_to": "i_reg_block.registers[3][3]$_DFFE_PP_",
        "hold_class": "in -> reg",
        "min-delay-start": "wb_reg_wdata[3]",
        "whs_path_depth": 1,
    },
    "power_and_ir_drop": {
        "p_leak_nw": 2.606,
        "powerDensity_mw_per_mm2": 490.3,
        "vdd_drop_max_uv": 315.3,
    },
    "run_status": {
        "status": "finished clean",
    },
    "run": {
        "warnings": 25,
        "maxCapViolations": 0,
    },
    "placement": {
        "hpwl_um": 7587,
        "dpl_worst_slack_ps": 276.3,
        "io_buffers": 61,
        "finalWeightedCongestion": 0.7273,
    },
}
==> synth_stat cells <==
library cell,n,area [um2]
clkbuf_1,2,7.510
nor2_1,6,22.52
buf_1,7,26.28
mux4_2,8,180.2
mux2_2,32,360.4
nand2_1,2,7.510
conb_1,1,3.750
mux4_1,56,1471
nor3_1,1,5.000
buf_4,21,157.7
clkbuf_2,2,10.01
edfxtp_1,128,3844
buf_6,8,90.09
nand2b_1,3,18.77
==> per-stage QoR <==
stage / area [um2] / cells / utilization / power, W / hold slack [ps]
6_report: 7622 / 629 / 0.3767 / 0.003737 / 1009
5_1_grt: 7622 / 629 / 0.3767 / 0.003873 / 1023
4_1_cts: 7622 / 629 / 0.3767 / 0.003776 / 995.0
3_5_place_dp: 7081 / 597 / 0.3499 / 0.002187 / 1400
3_3_place_gp: 7081 / 597 / 0.3499 / 0.002178 / 1393
2_1_floorplan: 6261 / 292 / - / 0.002000 / 798.9
==> placed cells by master, fill, tap and decap left out <==
cell / count
buf_12: 5
nand2b_1: 3
clkbuf_16: 17
buf_4: 9
mux4_1: 56
mux4_2: 8
clkinv_2: 3
conb_1: 16
mux2_2: 32
bufinv_16: 2
nor2_1: 6
nor3_2: 1
edfxtp_1: 128
buf_2: 2
clkdlybuf4s50_1: 59
clkinv_1: 1
clkinvlp_4: 1
clkbuf_1: 8
nand2_1: 2
==> power breakdown <==
part / switching [W] / internal, W / total, W
clock network: 0.000549 / 0.00104 / 0.00159
registers: 0.0000205 / 0.00175 / 0.00177
logic: 0.000138 / 0.000237 / 0.000374
==> metal layers <==
metal  global-route usage  share of wire  routed length, um
met1               0.1529           0.34               4436
met2               0.2196           0.51               6575
met3              0.07712           0.12               1594
met4              0.03000          0.023                303
met5                    0              0                  0
==> worst max-delay path: stages <==
cell	delay, ps
clkdlybuf4s50_1	510
buf_12	230
mux4_1	320
mux2_2	320
clkdlybuf4s50_1	420
==> cell type report <==
cell class / instances / area (um2)
timing repair buffer: 75 / 768.2
multi-input combinational: 124 / 2131
clock buffer: 25 / 455.4
tap: 270 / 337.8
clock inverter: 7 / 86.33
fill: 1782 / 12610
sequential: 128 / 3844
==> worst max path at each step <==
stage,startpoint,end,slack (ps),depth (start not counted)
4_1_cts,if_curr_inst[11],id_register1_data[5],250,5
5_1_grt,if_curr_inst[11],id_register1_data[5],210,5
6_report,if_curr_inst[11],id_register1_data[5],270,5
==> logic make-up after synthesis <==
logic type             synth area share
buffers and inverters           0.04699
flip-flops                       0.6195
multiplexers                     0.3243
other                         0.0006044
AND/OR/NAND/NOR                0.008671
Power and IR drop assume default switching activity.
